==> flow/design.v <==
`timescale 1ps/1ps
module debounce #(parameter CYCLES = 20)(
    input wire clk,        
    input wire resetn,     
    input wire in,        
    output reg out         
);
parameter INIT_CYCLES = CYCLES-1;  
reg [4:0] count;
reg prev_state;
always @(posedge clk) begin
    if(!resetn) begin
        count <= INIT_CYCLES;
        prev_state <= 0;
        out <= 0;    
    end else begin
        if(in != prev_state)begin
            count <= count-1;
        end else begin
            count <= INIT_CYCLES;
        end
        out <= 0;
        if(count == 0) begin
            out <= ~prev_state;
            prev_state <= ~prev_state;
            count <= INIT_CYCLES;
        end 
    end
end
endmodule
==> flow/run.sh <==
#!/bin/bash
# OpenROAD 26Q1-2900-gdf79404cd8, Yosys 0.63+post, stock flow scripts
make -C /OpenROAD-flow-scripts/flow DESIGN_CONFIG=/design/flow/config.mk WORK_HOME=/design/flow/orfs finish
==> flow/config.mk <==
export PLATFORM = sky130hd
export DESIGN_NAME = debounce
export DESIGN_NICKNAME = debounce
export VERILOG_FILES = /design/flow/design.v
export SDC_FILE = /design/flow/constraint.sdc
export NUM_CORES = 4
export LEC_CHECK = 1
export CORE_AREA = 10 10 70 70
export DIE_AREA = 0 0 80 80
==> flow/constraint.sdc <==
current_design debounce

set clk_period 2.8
set clk_io_pct 0.2

create_clock -name clk0 -period $clk_period [get_ports {clk}]

set non_clock_inputs [all_inputs -no_clocks]
set_input_delay [expr $clk_period * $clk_io_pct] -clock clk0 $non_clock_inputs
set_output_delay [expr $clk_period * $clk_io_pct] -clock clk0 [all_outputs]
==> impl_metrics.prom <==
# HELP chip_impl_metric Physical implementation figures
# TYPE chip_impl_metric gauge
chip_impl_info{name="run_status",value="complete, no violations"} 1
chip_impl_metric{name="finalSetupTns",unit="ps"} 0
chip_impl_metric{name="cts.path.max_buffers",unit=""} 2
chip_impl_metric{name="groute.usage.overall",unit="%"} 1.35
chip_impl_metric{name="cts_buffer_count",unit=""} 3
chip_impl_metric{name="grt_antenna_before_repair",unit=""} 0
chip_impl_metric{name="peakVddDrop",unit="uV"} 102
chip_impl_metric{name="worst_path_bufs_invs",unit=""} 1
chip_impl_metric{name="synth.avg_cell_area",unit="sq um"} 10.4
chip_impl_metric{name="synth.lib_cells_used.distinct",unit=""} 13
chip_impl_metric{name="fin_worst_skew",unit="ps"} 3.10
chip_impl_metric{name="logic_area",unit="sq um"} 144
chip_impl_metric{name="drt-pass1-iter-count",unit=""} 1
chip_impl_metric{name="cts_hold_buf",unit=""} 0
chip_impl_metric{name="yosys-stat-cells",unit=""} 28
chip_impl_metric{name="max_freq",unit="MHz"} 638
chip_impl_metric{name="synth-seq-cells",unit=""} 7
chip_impl_metric{name="arrival",unit="ps"} 1010
chip_impl_metric{name="worst_slack_at_placement",unit="ps"} 1190
chip_impl_metric{name="area_growth_syn_to_layout",unit="%"} 39.1
chip_impl_info{name="hold_class",value="flip-flop to flip-flop"} 1
chip_impl_metric{name="drt-vias-per-instance",unit=""} 2.42
chip_impl_metric{name="die_x",unit="um"} 80
chip_impl_metric{name="tightest_slew",unit="ps"} 218
chip_impl_metric{name="leakagePower",unit="nW"} 0.155
chip_impl_metric{name="drv.max_cap_violation_count",unit=""} 0
chip_impl_metric{name="floorplanUtilization",unit="%"} 8.53
chip_impl_info{name="critical_path.top_delay_family",value="buffers and inverters"} 1
chip_impl_metric{name="hold_violations",unit=""} 0
chip_impl_metric{name="synthesis.area",unit="sq um"} 292
chip_impl_metric{name="power.density_cell_area",unit="nW/um^2"} 500
chip_impl_info{name="tritoncts",value="yes"} 1
chip_impl_metric{name="log.warning_count",unit=""} 26
chip_impl_metric{name="drt.antenna.violating_nets",unit=""} 0
chip_impl_metric{name="clk_pin_slew",unit="ps"} 50
chip_impl_info{name="grt_setup_unrepaired",value="false"} 1
chip_impl_metric{name="core_area",unit="sq um"} 3420
chip_impl_metric{name="final_max_slew_viol_count",unit=""} 0
chip_impl_metric{name="area_of_all_placed_cells_without_fillers",unit="sq um"} 405
chip_impl_metric{name="critPathRequiredTime",unit="ps"} 2240
chip_impl_metric{name="route.antenna.diode_count",unit=""} 0
chip_impl_metric{name="fp.dieH",unit="um"} 80
chip_impl_info{name="worst_setup_path_end_kind",value="output pin"} 1
chip_impl_metric{name="h_tree_levels",unit=""} 1
chip_impl_metric{name="globalRoute.totalOverflow",unit=""} 0
chip_impl_metric{name="finalWorstPathRequiredPeriod",unit="ps"} 1570
chip_impl_metric{name="chip_area",unit="sq um"} 6400
chip_impl_metric{name="cp_max_fo",unit=""} 1
chip_impl_metric{name="route.detailed.drc",unit=""} 0
chip_impl_metric{name="finalSetupViolations",unit=""} 0
chip_impl_info{name="cts-root-buf",value="clkbuf_4"} 1
chip_impl_metric{name="clock.latency.late_pin",unit="ps"} 250
chip_impl_metric{name="grt_max_degree",unit=""} 5
chip_impl_metric{name="fraction_of_final_layout_cells_with_drive_strength_greater_than_1",unit="%"} 14.3
chip_impl_metric{name="postSynthCellCount",unit=""} 28
chip_impl_metric{name="placement.cell_area",unit="sq um"} 379
chip_impl_metric{name="seq_area",unit="sq um"} 140
chip_impl_metric{name="routed_via_count",unit=""} 196
chip_impl_metric{name="yosys_area",unit="sq um"} 292
chip_impl_metric{name="drt-total-wl",unit="um"} 429
chip_impl_metric{name="filler_cell_count",unit=""} 397
chip_impl_metric{name="worst_slew_margin_rel",unit="%"} 85.4
chip_impl_info{name="critical_path.slowest_cell",value="clkdlybuf4s50_1"} 1
chip_impl_metric{name="rows",unit=""} 21
chip_impl_metric{name="cts_num_sinks",unit=""} 7
chip_impl_metric{name="port_buffers",unit=""} 3
chip_impl_metric{name="smallest_setup_slack_after_layout",unit="ps"} 1230
chip_impl_metric{name="ys.warnings.count",unit=""} 1
chip_impl_metric{name="wl_per_cell",unit="um"} 5.30
chip_impl_metric{name="post_cts_buffers",unit=""} 0
chip_impl_metric{name="dr.first_iter.drc_count",unit=""} 0
chip_impl_metric{name="io_pins",unit=""} 4
chip_impl_info{name="worst-setup-path-type",value="flip-flop to output pin"} 1
chip_impl_metric{name="final_min_period_over_clock_period",unit="%"} 56.0
chip_impl_metric{name="grt_first_pass_wirelength",unit="um"} 724
chip_impl_metric{name="number_of_global_route_vias_before_repair",unit=""} 188
chip_impl_metric{name="place.gp.congestion",unit=""} 0.722
chip_impl_metric{name="cts.repair.resized",unit=""} 0
chip_impl_metric{name="critical-path-max-stage-delay",unit="ps"} 460
chip_impl_metric{name="seq_area_frac_synth",unit="%"} 48.1
chip_impl_info{name="critical_path_source_type",value="flip-flop"} 1
chip_impl_info{name="cells_along_the_critical_path",value="clkdlybuf4s50_1"} 1
==> final timing paths <==
path | start | to | slack [ps] | cells past startpoint
min reg2reg | count[0] | count[0] | 400 | 1
max | out | out | 1230 | 1
min | count[0] | count[0] | 400 | 1
max reg2reg | count[0] | prev_state | 1400 | 5
==> registers in the layout, summed over array words and instances (netlist names) <==
name	cells
count	5
out	1
prev_state	1
==> layout make-up <==
class	count	share of cell area (%)
inverter	2	1.85
sequential	7	34.6
timing repair buffer	3	7.41
clock buffer	4	6.48
multi-input combinational	19	35.5
tap	46	14.2
==> where the power goes <==
part / switching [mW] / total (mW) / internal, mW
clock: 0.0366 / 0.0909 / 0.0543
combinational: 0.00391 / 0.00954 / 0.00562
sequential: 0.00112 / 0.102 / 0.101
==> cell families (layout without fill, tap and decap cells) <==
logic type	count (synthesis)	count (layout)	share of synthesized area, %
AND/OR/NAND/NOR	12	12	25.7
XOR/XNOR	5	5	15.0
buffers and inverters	2	9	2.58
adder cells (fa/ha/maj)	2	2	8.58
flip-flops	7	7	48.1
==> cells in the mapped netlist <==
cell type	instances	share of area, %
ha_1	2	8.6
xor2_1	1	3.0
nand2_1	3	3.9
nor3_1	1	1.7
or4b_4	1	4.7
nand3_1	1	1.7
and3_4	1	3.9
xnor2_1	4	12
and2_1	1	2.1
nor2_1	2	2.6
nor3b_1	2	5.1
dfxtp_1	7	48
inv_1	2	2.6
==> routing by layer <==
metal,GRT usage (%),wire length [um],vias up,part of all wire [%]
met4,0.880,27,0,6.3
li1,-,-,104,-
met2,2.17,187,4,44
met1,1.47,203,84,47
met3,0.455,10,4,2.3
met5,0,0,-,0
==> cells in the final DEF, fill, tap and decap left out, types with 2 or more instances in the layout <==
master / synthesis / routed
dfxtp_1: 7 / 7
xnor2_1: 4 / 4
nand2_1: 3 / 3
clkbuf_4: 0 / 3
clkdlybuf4s50_1: 0 / 3
inv_1: 2 / 2
nor2_1: 2 / 2
nor3b_1: 2 / 2
ha_1: 2 / 2
==> per-stage QoR <==
stage	total power [mW]	cells	hold slack [ps]	util (%)
after global placement	0.114	77	390	11.1
after global routing	0.215	81	407	11.9
after detailed placement	0.114	77	387	11.1
final	0.203	81	401	11.9
after floorplan	0.110	28	371	-
after CTS	0.209	81	399	11.9
Power and IR drop assume default switching activity.
