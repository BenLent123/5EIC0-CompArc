==> flow/design.v <==
module UUT (
input clk,
input enable,
input reset,
output reg [15:0] count
);
always @(posedge clk) begin
    if(reset) begin
        count <= 0;
    end
    else if (enable && count < 6'h2a) begin
        count <= count + 1;
    end
end
endmodule
==> flow/run.sh <==
#!/bin/bash
# OpenROAD 26Q1-2900-gdf79404cd8, Yosys 0.63+post, stock flow scripts
make -C /OpenROAD-flow-scripts/flow DESIGN_CONFIG=/design/flow/config.mk WORK_HOME=/design/flow/orfs finish
==> flow/config.mk <==
export PLATFORM = sky130hd
export DESIGN_NAME = UUT
export DESIGN_NICKNAME = UUT
export VERILOG_FILES = /design/flow/design.v
export SDC_FILE = /design/flow/constraint.sdc
export NUM_CORES = 4
export LEC_CHECK = 1
export CORE_AREA = 10 10 82 82
export DIE_AREA = 0 0 92 92
==> flow/constraint.sdc <==
current_design UUT

set clk_period 3.0
set clk_io_pct 0.2

create_clock -name clk0 -period $clk_period [get_ports {clk}]

set non_clock_inputs [all_inputs -no_clocks]
set_input_delay [expr $clk_period * $clk_io_pct] -clock clk0 $non_clock_inputs
set_output_delay [expr $clk_period * $clk_io_pct] -clock clk0 [all_outputs]
==> design notes <==
Max-slew check failures listed in the final report amount to 0. The slew check shows that the tightest pin keeps a relative margin of 55.42%. Endpoints failing hold in the final report were tallied at 0. The main area contributors are dfxtp_1 53%, nor2b_1 12%, nor4_2 4.1%.

From left edge to right edge, the die measures 92 µm. The run gives 1940 ps for the data arrival time of the worst path. Looking at the critical path, the highest net fanout was 18. Nets still carrying antenna violations after routing amount to 0.

Vias after detailed routing: 477. The run gives 1150 µm as the half-perimeter wire length after detailed placement. For this configuration, the core starts out at a cell density of 12.01%. The area share of the largest cell type after synthesis is 52.57%. Per the layout area report, the combinational gate area comes to 274.0 µm². The clock drives 16 sinks. The cell count listed in synth_stat.txt is 60, and the critical path buffer and inverter count is 2. In this run, the synthesized area fraction spent on xor and xnor cells is recorded as 0%. The chip occupies 0.008464 mm².

Post-synthesis cell type with the largest instance count: dfxtp_1. On the worst setup and hold paths after CTS, the clock-pin slew comes to 60 ps. The post-synthesis sequential element count came out at 16.

The dominant register cell in the synthesized netlist is dfxtp_1. After detailed routing, the number of remaining DRC violations is 0. Setup repair after global routing left no endpoint under its margin. The report lists the number of cells resized after CTS as 0. The number of hold buffers added after CTS is 0, and the count of flip-flops with a built-in enable after synthesis is 0. Looking at the setup timing report, the critical path kind is in2reg. The sequential area share after synthesis was 52.57%; the mux share of post-synthesis cell area was 5.339%.

The critical path endpoint has a required time of 3140 ps. In the synthesized netlist, the cells that appear most often are 16 x dfxtp_1, 12 x nor2b_1, 5 x nor2_1. The routed design ends up with an antenna cell count of 0. Relative to the synthesized area, the layout overhead comes to 51.75%.

Listed in order, past its start point the critical path passes clkdlybuf4s50_1 > inv_1 > a22o_1. The synthesized netlist devotes 2.053% of its cell area to adder and majority cells. The number of maximum-capacitance violations recorded for the run is 0.

The routed design shows a via density per instance of 3.180. Per the synth stats, the proportion of register bits with asynchronous set or reset is 0%. Register containing the most flip-flops in the final layout: count. The run finished with clean final reports. Peak per-stage delay on the critical path: 900 ps. At the end of routability-driven placement, the weighted congestion stood at 0.7708.

The synthesis area per yosys was 609.3 µm². The number of port buffers came out at 18. The setup TNS after final layout was 0 ps; the number of buffers on the longest clock path was 2.

The floorplan has 26 rows. Per the skew report, the later register of the worst-skew pair sees a clock latency of 240 ps. For reference, compound AND-OR and OR-AND cells occupy 6.982% of the area reported after synthesis. The cell accounting for the most synthesized area is dfxtp_1. In the Yosys stats the netlist draws on 20 distinct library cells.

Once the clock tree was built, the setup fixing pass inserted 0 buffers. With the measured slew at the worst slew-check pin at 666.6 ps, the fraction of final layout cells with drive strength greater than 1 is 13.75%. Dividing total power by cell area gives a power density of 460.2 mW/mm². The minimum period implied by the final worst setup slack came out at 1801 ps. For the number of I/O pins, the log shows 19.

The category of the worst setup path capture point is a register. The tools report the number of iterations in the first detailed-routing pass as 2. The run gives 30.60% for the fraction of the mapped netlist area in simple logic gates. After synthesis the cells add up to 609.3 µm². Clock skew on the completed layout was measured at 1.111 ps. For the number of antenna violations at the first check in global routing, the log shows 0. Portion of the clock cycle consumed by the worst path in the final layout: 60.03%. From the final report, the count of setup violators was given as 0. The number of H-tree levels came out at 1. The first-pass GRT wire length is 2497 µm, and the mean cell area of the mapped netlist is 10.16 µm². The number of warnings reported in the stage logs is 25.

Global routing used 3.613% of the available tracks across all layers. The critical path startpoint category is an input pin. In this run the vertical extent of the chip is 92 µm. The largest registers in the layout are count: 16 flops. With the starting DRC count in detailed routing at 32, the final global-route overflow total is 0. The logs give 146 for the number of cells after detailed placement and 0.3133 nW for the static leakage. TritonCTS built the clock tree. The routed design has 1494 µm of wire.

CTS added clock buffers totalling 3. The core region is 0.005075 mm². The tools report the clock tree root driver cell as clkbuf_8. The layout filler cell count is 575, and the largest vdd supply drop is 0.1627 mV.

Maximum number of pins on one net before global-route repair: 19. The tools report the highest clock frequency the design can meet as 0.5553 GHz. The sequential cells in the finished layout cover a total of 320.3 µm². The register with the most flip-flops in the layout has 16 of them.

The worst min-delay path class was reg2reg. The via count of the first global-routing pass came out at 506. Cell type group with the largest total delay on the critical path: buffers and inverters. The run gives 150 as the count of non-filler cells in the finished layout.

The cell count after synthesis came out at 60. For this sky-water flow run, the detailed-routed wirelength per cell is reported as 9.960 µm. Among all stages on the critical path, the largest delay is contributed by clkdlybuf4s50_1. The run gives 1 for the count of warnings emitted by yosys.

The dominant kind of combinational cell was simple AND/OR/NAND/NOR gates.
-- area by class of cell --
type	instances	share of cell area, %
Inverter	2	0.8119
Multi-Input combinational cell	40	29.63
Timing Repair Buffer	18	19.49
Tap cell	70	9.472
Clock buffer	4	5.954
Sequential cell	16	34.64
-- layer usage --
layer	track usage (%)	vias to the layer above	wire length [µm]
met5	0	-	0
met2	5.824	14	707
met1	4.385	215	632
met3	1.565	2	124
met4	0.7712	0	29
li1	-	246	-
-- per-stage QoR --
stage	hold slack, ps	area [µm²]	total power [mW]	utilization, %	worst slack, ps
2_1_floorplan	438.8	609.3	0.2341	-	1561
3_3_place_gp	475.0	869.6	0.2450	17.14	947.8
3_5_place_dp	478.3	869.6	0.2455	17.14	917.1
4_1_cts	487.7	924.6	0.4346	18.22	1179
5_1_grt	505.8	924.6	0.4475	18.22	1083
6_report	486.0	924.6	0.4256	18.22	1199
-- logic make-up after synthesis --
group	after synthesis
and+or+nand+nor	30
adders and majority gates	1
AOI/OAI and AO/OA	6
buffers and inverters	4
muxes	3
DFF	16
-- worst reg2reg max path, stage by stage, from the launching register on --
cell and delay, ps:
dfxtp_1 330, nor4_2 320, nand4_2 200, or4_4 520, a21oi_2 140
-- layout by cell type (no fill, tap or decap), drive strengths merged --
cell           count
nor3               3
nand2              3
ha                 1
clkdlybuf4s50     18
inv                2
a21oi              2
nor4               2
nand4              1
nor2b             12
o21ai              1
or4                2
dfxtp             16
mux2               2
nand3              2
nor2               5
a22o               1
clkbuf             4
o31ai              2
mux2i              1
-- report_power, final --
group	switching, mW	leakage [nW]	internal (mW)
sequential	0.00367	0.129	0.215
combinational	0.00984	0.155	0.0115
clock	0.0691	0.0288	0.116
total	0.0826	0.313	0.343
-- final timing paths --
check	slack [ps]	startpoint	cells after the start	endpoint
worst max register to register	1400	count[14]$_SDFFE_PP0P_	4	count[4]$_SDFFE_PP0P_
worst min-delay path	490	count[13]$_SDFFE_PP0P_	1	count[13]$_SDFFE_PP0P_
worst max-delay path	1200	reset	3	count[5]$_SDFFE_PP0P_
worst min register to register	490	count[13]$_SDFFE_PP0P_	1	count[13]$_SDFFE_PP0P_
No activity file was given, so power comes from the tool's default toggle rates.
