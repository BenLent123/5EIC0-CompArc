## flow/constraint.sdc

```tcl
current_design Moore

set clk_period 1.8
set clk_io_pct 0.2

create_clock -name clk0 -period $clk_period [get_ports {clk}]

set non_clock_inputs [all_inputs -no_clocks]
set_input_delay [expr $clk_period * $clk_io_pct] -clock clk0 $non_clock_inputs
set_output_delay [expr $clk_period * $clk_io_pct] -clock clk0 [all_outputs]
```

## flow/run.sh

```bash
#!/bin/bash
# OpenROAD 26Q1-2900-gdf79404cd8, Yosys 0.63+post, stock flow scripts
make -C /OpenROAD-flow-scripts/flow DESIGN_CONFIG=/design/flow/config.mk WORK_HOME=/design/flow/orfs finish
```

## flow/design.v

```verilog
`timescale 1ps/1ps
module Moore(
    input clk,
    input reset,
    input [1:0] coins,
    output reg coffee
);
    parameter cent0  = 3'b000,
              cent5  = 3'b001,
              cent10 = 3'b010,
              cent5c = 3'b011,
              cent0c = 3'b100;
    reg [2:0] state, next_state;
    always @(posedge clk) begin
        if (reset) 
            state <= cent0;
        else 
            state <= next_state;
    end
    always @(*) begin
    next_state = state;
        case (state)
            cent0: begin
                if (coins == 2'b01) next_state = cent10; 
                else if (coins == 2'b10) next_state = cent5;
            end
            cent5: begin
                if (coins == 2'b10) next_state = cent10; 
                else if (coins == 2'b01) next_state = cent0c;
            end
            cent10: begin
                if (coins == 2'b01) next_state = cent5c; 
                else if (coins == 2'b10) next_state = cent0c;
            end
            cent5c: begin
                if (coins == 2'b10) next_state = cent10; 
                else if (coins == 2'b01) next_state = cent0c;
                else if (coins == 2'b00) next_state = cent5;
            end
            cent0c: begin
                if (coins == 2'b00) next_state = cent0; 
                else if (coins == 2'b01) next_state = cent10; 
                else if (coins == 2'b10) next_state = cent5;
            end
            default: begin end
        endcase
    end
   assign coffee = (state == cent5c || state == cent0c) ? 1'b1 : 1'b0;
endmodule
```

## flow/config.mk

```make
export PLATFORM = sky130hd
export DESIGN_NAME = Moore
export DESIGN_NICKNAME = Moore
export VERILOG_FILES = /design/flow/design.v
export SDC_FILE = /design/flow/constraint.sdc
export NUM_CORES = 4
export LEC_CHECK = 1
export CORE_AREA = 10 10 70 70
export DIE_AREA = 0 0 80 80
```

==> results.toml <==
# implementation run metrics
[power_and_ir_drop]
powerDensity_nw_per_um2 = 757
p_leak_nw = 0.130
max-vdd-ir-drop_v = 0.000168

[clock_network]
cts_root_buf = "clkbuf_4"
clk_latency_ns = 0.23
tritoncts = "done"
cts_hold_buf = 0
cts_buffers = 3
post-cts-setup-buffers = 0
clock_sinks = 5
cts_resized = 0
clk_pin_slew_ns = 0.04
htreeDepth = 1
ctsLongestPathBuffers = 2

[final_layout]
syn_to_final_growth_pct = 47.3
fin_cells = 80
largest-register = "state"
largest_reg_flops = 5
reg_top3 = "state: 5 flops"
drive_above_1_share = 0.324

[setup_path]
crit_cells = 2
r2r-end = "state[3]"
reg2reg_slack_ns = 0.74
endpoint = "coffee"
worst_setup_path_start_kind = "flop"
worstSetupPathType = "flop to output pin"
worst-path-buf-inv = 1
endpoint_kind = "output pin"
max_stage_delay_ns = 0.43
r2r_cells = 3
crit_start = "state[1]"
cp_slowest_cell = "clkdlybuf4s50_1"
path_cells = "or2_2, clkdlybuf4s50_1"
critical_path_arrival_ns = 1.28
required_ns = 1.44
crit_fanout = 5
reg2reg_from = "state[0]"
path_delay_family = "buffers and inverters"

[final_timing]
drv_slew = 0
period_minus_slack_ns = 1.64
hold_viol_final = 0
worst_slew_pin_slew_ns = 0.225
fin_setup_tns_ns = 0
fin_crit_sh = 0.912
max_freq_mhz = 609
skew_ns = 0.000636
max-slew-margin-rel = 0.849
setup_slack_ns = 0.159
grt_setup_unrepaired = "no"
setup_viol = 0

[synthesis]
ys_seq_elements = 5
synthCells = 26
yosysTopAreaCellShare = 0.386
yosys_warnings = 2
ys_area_um2 = 259
ys.flop_type = "dfxtp_1"
synth-edff-count = 0
top_area_cell = "dfxtp_1"
synth_stat.cells = 26
synthTopCellsByArea = "dfxtp_1, mux2i_1, o221ai_2"
async_reset_ff_frac = 0
syn_avg_cell_area_um2 = 9.96
ys_seq_frac = 0.386
top_cell = "dfxtp_1"
synth_area_um2 = 259
synth.distinct_cells = 17

[grt]
grt_pass1_vias = 194
grt-busiest-layer = "met2"
use_met1 = 0.0207
grt_use_met3 = 0.0136
grt_max_degree = 8
grt_usage = 0.0174
grt_pass1_wl_um = 897
gr-usage-met2 = 0.0209
overflow = 0
antenna_found_initial = 0

[detailed_routing]
viasPerCell = 2.71
ant_nets = 0
dr.pass1.iters = 2
wl_per_cell_um = 6.63
wirelength_um = 530
vias = 217
drc = 0
first_iter_violations = 2
antenna_cells = 0

[floorplan]
die_w_um = 80
coreArea_um2 = 3420
die-area_um2 = 6400
fp.dieH_um = 80
rows = 21
fp_util = 0.0758
pin_count = 5

[placement]
dp_cells = 76
globalplace.congestion = 0.779
place_ws_ns = 0.161
hpwl_um = 437
io_buffers = 4

[hold_path]
min_from = "state[0]"
hp-class = "flop to flop"

[run]
maxCapViolCount = 0
tool_warnings = 25

[status]
outcome = "complete, no violations"
routing by layer:
layer | wire (um) | vias up
met5 | 0 | -
met4 | 25 | 0
met3 | 46 | 2
met2 | 222 | 3
met1 | 236 | 99
li1 | - | 113
layout make-up:
type / instances / area [um^2]
tap: 46 / 57.6
sequential: 5 / 100
inverter: 1 / 3.75
fill: 397 / 3030
multi-input combinational: 18 / 139
clock buffer: 4 / 26.3
timing repair buffer: 6 / 55.1
power breakdown:
group | internal (mW) | total, mW | switching, mW
Combinational | 0.0248 | 0.0408 | 0.0160
Clock | 0.0835 | 0.124 | 0.0410
Sequential | 0.118 | 0.124 | 0.00587
Total | 0.226 | 0.289 | 0.0628
cells by family (layout without fill, tap and decap cells):
kind of cell / Yosys count / after routing / share of synthesized area
flip-flops: 5 / 5 / 0.386
buffers and inverters: 3 / 11 / 0.0773
AND/OR/NAND/NOR: 7 / 7 / 0.169
multiplexers: 3 / 3 / 0.121
AND-OR/OR-AND: 8 / 8 / 0.246
how the worst min path moves through the flow:
stage / end / slack (ns) / cells past startpoint
5_1_grt: state[0] / 0.58 / 1
6_report: state[0] / 0.55 / 1
4_1_cts: state[4] / 0.56 / 2
cells in the final DEF (no fill, tap or decap), drive strengths merged:
master / count
a21oi: 2
a221oi: 1
a311o: 1
buf: 2
clkbuf: 4
clkdlybuf4s50: 4
dfxtp: 5
inv: 1
mux2: 1
mux2i: 2
nor2: 3
nor3: 2
o21ai: 2
o21ba: 1
o221ai: 1
or2: 1
or4b: 1
worst reg2reg max path, delay by kind of cell, from the launching register on:
family	cells	cell delay, ns
simple gates	2	0.55
compound gates	1	0.08
flops	1	0.32
stage by stage:
step	hold WS, ns	total power [mW]	utilization	cell area, um^2
finish	0.551	0.289	0.112	382
global route	0.577	0.310	0.112	382
CTS	0.556	0.299	0.112	382
detailed placement	0.546	0.167	0.104	355
global placement	0.539	0.166	0.104	355
floorplan	0.427	0.151	-	259
No activity file was given, so power comes from the tool's default toggle rates.
